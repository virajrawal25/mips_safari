--- config.mk ---
export PLATFORM = sky130hd
export DESIGN_NAME = regfile
export DESIGN_NICKNAME = regfile
export VERILOG_FILES = /design/flow/design.v
export SDC_FILE = /design/flow/constraint.sdc
export NUM_CORES = 4
export LEC_CHECK = 1
export CORE_UTILIZATION = 30
--- constraint.sdc ---
current_design regfile

set clk_period 6.5
set clk_io_pct 0.2

create_clock -name clk0 -period $clk_period [get_ports {clk}]

set non_clock_inputs [all_inputs -no_clocks]
set_input_delay [expr $clk_period * $clk_io_pct] -clock clk0 $non_clock_inputs
set_output_delay [expr $clk_period * $clk_io_pct] -clock clk0 [all_outputs]
--- design.v ---
module regfile ( 
   rs_data, rt_data,
   rs_num, rt_num, rd_num, rd_data, rd_we, clk, rst_b, halted
   );
   	input               clk;
   	input               rst_b;
   	input               rd_we;
	input  [4:0]        rs_num; 
	input  [4:0]        rt_num; 
	input  [4:0]        rd_num; 
	input  [31:0]       rd_data;
	output [31:0]       rs_data;
	output [31:0]       rt_data;
	input               halted;
	reg   [31:0]       mem[0:31];
	integer            i;
	always @(posedge clk or negedge rst_b) begin 
		if (!rst_b) begin
			for (i = 0; i < 32; i = i+1)
	mem[i] <= 32'b0;
		end else if (rd_we && (rd_num != 0)) begin 
			mem[rd_num] <= rd_data; 
		end 
	end 
	assign rs_data = (rs_num == 0) ? 32'h0 : mem[rs_num];
	assign rt_data = (rt_num == 0) ? 32'h0 : mem[rt_num];
	// synthesis translate_off
	integer fd;
	always @(halted) begin
		if (rst_b && halted) begin
			fd = $fopen("regdump.txt");
			$display("--- 18-447 Register file dump ---");
			$display("=== Simulation Cycle %d ===", $time);
			$fdisplay(fd, "--- 18-447 Register file dump ---");
			$fdisplay(fd, "=== Simulation Cycle %d ===", $time);
			for(i = 0; i < 32; i = i+1) begin
				$display("R%d\t= 0x%8x\t( %0d )", i, mem[i], mem[i]);
				$fdisplay(fd, "R%d\t= 0x%8h\t( %0d )", i, mem[i], mem[i]); 
			end
			$display("--- End register file dump ---");
			$fdisplay(fd, "--- End register file dump ---");
			$fclose(fd);
		end
	end
	// synthesis translate_on
 endmodule
--- run.sh ---
#!/bin/bash
# OpenROAD 26Q1-2900-gdf79404cd8, Yosys 0.63+post, stock flow scripts
make -C /OpenROAD-flow-scripts/flow DESIGN_CONFIG=/design/flow/config.mk WORK_HOME=/design/flow/orfs finish
==> flow_summary.yaml <==
# generated from flow reports
outcome:
  outcome: "complete, no violations"
hold_path:
  hp-class: "reg2reg"
  hold_path_depth: 1
timing:
  layout_min_cycle_time_ns: 6.17
  layout_worst_path_cycle_share: 0.949
  slew_violations: 0
  skew_ns: 0
  finalSetupTns_ns: 0
  relSlewSlack: 0.365
  max_freq_ghz: 0.162
  worst_tran_pin_value_ns: 0.949
  setup_viol: 0
  unrepaired_setup_endpoints_after_global_routing: "no"
  hold_violations: 0
critical_path:
  cp-start-kind: "input port"
  critical_path_cell_count: 9
  required_ns: 5.20
  crit_path_top_delay_cell: "sky130_fd_sc_hd__clkdlybuf4s50_1"
  cpPeakStageDelay_ns: 0.66
  critical_path.most_common_cell: "sky130_fd_sc_hd__clkdlybuf4s50_1"
  setup_crit_path_kind: "in2out"
  worst_setup_path_end_kind: "output pin"
  worstPathCellList: "clkdlybuf4s50_1 -> nor2b_4 -> buf_12 -> buf_4 -> and3_1 -> a221o_1 -> nor4_1 -> a21oi_1 -> clkdlybuf4s50_1"
  worstPathMaxFanout: 56
  worst-r2r-cell-count: 1
  timing.critical_path.arrival_ns: 4.87
  critPathBufInv: 4
  path_delay_family: "buffers and inverters"
clock_tree:
  tritoncts: "done"
  path_clk_slew_ns: 0.06
  cts_h_tree_depth: 3
  clock_tree.buffer_depth: 3
  number_of_buffers_added_by_the_clock_tree_synthesis_step: 109
  ctsRootBufferMaster: "sky130_fd_sc_hd__clkbuf_16"
  clk-insertion-delay-late_ns: 0.76
  cts.hold.buffers_added: 0
  post_cts_resize_count: 0
  cts.sink_count: 992
  post-cts-setup-buffer-count: 0
logic_synthesis:
  yosys.cell_types.count: 73
  enable_flop_cells: 0
  ys_ff: 992
  synth_top_flop_cell: "sky130_fd_sc_hd__dfrtp_1"
  top_cell_area_share: 0.468
  top_cells_by_area: "sky130_fd_sc_hd__dfrtp_1, sky130_fd_sc_hd__mux2_2, sky130_fd_sc_hd__nand3_1"
  postSynthCellCount: 4998
  post-synth-top-area-cell: "sky130_fd_sc_hd__dfrtp_1"
  synth.yosys.seq_area_share: 0.468
  synth-async-reset-ratio: 1.00
  ys.warnings.count: 3
  mappedNetlistArea_um2: 53000
  yosys_stat_area_um2: 53000
  synthesized_area_per_cell_um2: 10.6
  yosys-stat-cells: 4998
layout:
  layout.cells.most_common_list: "sky130_fd_sc_hd__nand3_1, sky130_fd_sc_hd__mux2_2, sky130_fd_sc_hd__dfrtp_1, sky130_fd_sc_hd__nand4_1, sky130_fd_sc_hd__buf_4"
  layout_top_cell_excl_fill_tap: "sky130_fd_sc_hd__nand3_1"
  fraction_of_final_layout_cells_with_drive_strength_greater_than_1: 0.313
  areaGrowthSynthToFinish_pct: 16.0
  largest_reg_flops: 992
  reg.largest.list: "mem: 992 flops"
  top_register: "mem"
  postLayoutCoreUtil: 0.352
  nFillCells: 17200
floorplanning:
  die-area_um2: 178000
  fp.coreArea_um2: 175000
  die.size.y_um: 422
  chipWidth_um: 422
  initial_core_util: 0.304
  floorplan.rows: 153
  floorplan.io_pins: 115
route:
  ant_nets: 0
  drc: 0
  iteration_0_drc_count_of_the_detailed_router: 6227
  routed-via-count: 48600
  wl_per_cell_um: 36.4
  drtPass1Iterations: 9
  post_drt_via_cell_ratio: 6.58
  route.final.wire_length_um: 269000
pwr:
  peakVddDrop_v: 0.000260
  p_leak_uw: 0.0259
  power.density_nw_per_um2: 290
global_route:
  first_global_vias: 47600
  initial_antenna_violation_count: 25
  maximum_number_of_pins_on_one_net_before_global_route_repair: 129
  grt_pass1_wl_um: 374000
  grt_overflow: 0
  gr-usage-all-layers: 0.304
place:
  routabilityCongestion: 1.02
  number_of_i_o_port_buffers: 113
  dp_hpwl_um: 161000
flow_run:
  tally_of_openroad_warnings: 50
  max_cap_violations: 0
metal layers:
layer,global-route usage,share of wire,up-vias
li1,-,-,18900
met1,0.371,0.35,24400
met2,0.414,0.41,3986
met3,0.171,0.16,1206
met4,0.195,0.084,16
met5,0.00215,0.00061,-
path summary, 6_finish.rpt:
kind,from,endpoint,slack (ns)
min in group asynchronous,rst_b,mem[29][12]$_DFFE_PN0P_,0.52
max in group asynchronous,rst_b,mem[29][7]$_DFFE_PN0P_,4.17
worst max-delay path,rt_num[3],rt_data[20],0.33
worst min-delay path,mem[11][13]$_DFFE_PN0P_,mem[11][13]$_DFFE_PN0P_,0.51
worst max register to register,mem[10][16]$_DFFE_PN0P_,mem[10][16]$_DFFE_PN0P_,5.60
worst min register to register,mem[11][13]$_DFFE_PN0P_,mem[11][13]$_DFFE_PN0P_,0.51
cell families after synthesis:
logic type / share of synthesized area
multiplexers: 0.215
buffers and inverters: 0.0476
AND/OR/NAND/NOR: 0.197
AND-OR/OR-AND: 0.0713
flip-flops: 0.468
metrics by stage:
step | setup WS [ns] | std cells | hold slack, ns | area, um^2 | power (uW)
final | 0.329 | 7378 | 0.515 | 61500 | 17900
after floorplan | 2.50 | 4998 | 0.485 | 53000 | 9790
after detailed placement | 0.498 | 7164 | 0.502 | 57700 | 11300
after global routing | 0.332 | 7363 | 0.535 | 61400 | 18400
after CTS | 0.499 | 7360 | 0.515 | 61400 | 17800
after global placement | 0.499 | 7164 | 0.502 | 57700 | 11200
power by group:
| group | switching [uW] | leakage, uW | internal, uW |
|---|---|---|---|
| registers | 1050 | 0.0127 | 7370 |
| logic | 1460 | 0.0114 | 1390 |
| clock network | 2770 | 0.00184 | 3800 |
| total | 5280 | 0.0259 | 12600 |
layout make-up:
type                    instances  area (um^2)  area share
multi-input cells            3428        26000       0.423
flip-flops and latches        992        24800       0.404
repair buffers                417         3990      0.0649
clock buffers                 141         3040      0.0495
well taps                    2325         2910      0.0473
clock inverters                55          659      0.0107
diodes                         18         45.0    0.000733
inverters                       2         7.51    0.000122
synthesized netlist by cell type (4+ instances only):
cell type and instances:
sky130_fd_sc_hd__a22o_1 39, sky130_fd_sc_hd__nor4_1 76, sky130_fd_sc_hd__nand3b_1 9, sky130_fd_sc_hd__a32oi_1 8
sky130_fd_sc_hd__nand4_1 290, sky130_fd_sc_hd__buf_1 86, sky130_fd_sc_hd__nor3b_1 10, sky130_fd_sc_hd__mux2i_1 14
sky130_fd_sc_hd__o21ai_0 11, sky130_fd_sc_hd__a222oi_1 20, sky130_fd_sc_hd__and3_1 132, sky130_fd_sc_hd__a221o_1 29
sky130_fd_sc_hd__a22oi_1 156, sky130_fd_sc_hd__a21oi_1 107, sky130_fd_sc_hd__and4_1 27, sky130_fd_sc_hd__a211oi_1 5
sky130_fd_sc_hd__a41oi_1 4, sky130_fd_sc_hd__a2111oi_0 33, sky130_fd_sc_hd__nor2_1 36, sky130_fd_sc_hd__o211ai_1 4
sky130_fd_sc_hd__mux2_2 998, sky130_fd_sc_hd__buf_2 202, sky130_fd_sc_hd__or3_1 4, sky130_fd_sc_hd__and3b_1 11
sky130_fd_sc_hd__nor2b_1 15, sky130_fd_sc_hd__a221oi_1 7, sky130_fd_sc_hd__buf_4 7, sky130_fd_sc_hd__nand2b_1 9
sky130_fd_sc_hd__a32o_1 6, sky130_fd_sc_hd__nand3_1 1134, sky130_fd_sc_hd__dfrtp_1 992, sky130_fd_sc_hd__nand2_1 57
sky130_fd_sc_hd__nor3_2 4, sky130_fd_sc_hd__a31oi_1 53, sky130_fd_sc_hd__nand4b_1 4, sky130_fd_sc_hd__a211o_1 4
sky130_fd_sc_hd__buf_6 10, sky130_fd_sc_hd__and2_0 5, sky130_fd_sc_hd__nor3_1 24, sky130_fd_sc_hd__clkbuf_1 270
sky130_fd_sc_hd__nor4bb_1 8, sky130_fd_sc_hd__nor2_2 6, sky130_fd_sc_hd__and2_1 23, sky130_fd_sc_hd__o31a_1 7
Power and IR drop assume default switching activity.
