**flow/config.mk**
```make
export PLATFORM = sky130hd
export DESIGN_NAME = mips_decode
export DESIGN_NICKNAME = mips_decode
export VERILOG_FILES = /design/flow/design.v
export SDC_FILE = /design/flow/constraint.sdc
export NUM_CORES = 4
export LEC_CHECK = 1
export CORE_AREA = 10 10 73 73
export DIE_AREA = 0 0 83 83
```
**flow/constraint.sdc**
```tcl
current_design mips_decode

set clk_period 3.7
set clk_io_pct 0.2

create_clock -name clk0 -period $clk_period

set non_clock_inputs [all_inputs -no_clocks]
set_input_delay [expr $clk_period * $clk_io_pct] -clock clk0 $non_clock_inputs
set_output_delay [expr $clk_period * $clk_io_pct] -clock clk0 [all_outputs]
```
**flow/design.v**
```verilog
module mips_decode( 
   dcd_imm_ID,dcd_e_imm_ID,dcd_se_imm_ID,dcd_shamt_ID,dcd_se_offset_ID,ctrl_we_ID, ctrl_Sys_ID, ctrl_RI_ID,ctrl_unsigned_ID,ctrl_shift_ID,ctrl_jump_and_link_ID,ctrl_reg_imm_data_ID,ctrl_operation_type_ID, alu__sel_ID,
   inst_out_ID,  clk, rst_b 
   );
    input               clk;
    input               rst_b;
    input   [31:0]      inst_out_ID;
    output  [15:0]      dcd_imm_ID;
    output  [31:0]      dcd_e_imm_ID;  
    output  [31:0]      dcd_se_imm_ID;          
    output  [4:0]       dcd_shamt_ID;           
    output  [31:0]      dcd_se_offset_ID;       
    output reg          ctrl_we_ID;
    output reg          ctrl_Sys_ID;
    output reg          ctrl_RI_ID;
    output reg          ctrl_unsigned_ID;
    output reg          ctrl_shift_ID;
    output reg          ctrl_jump_and_link_ID;
    output reg          ctrl_reg_imm_data_ID;
    output reg  [4:0]   ctrl_operation_type_ID;
    output reg  [3:0]   alu__sel_ID;
    logic [31:0]     dcd_se_mem_offset;   
    logic [5:0]      dcd_op;
    logic [4:0]      dcd_rt;
    logic [5:0]      dcd_funct2;
    logic [15:0]     dcd_offset;          
    logic [25:0]     dcd_target;
    logic [19:0]     dcd_IDode;
   assign        dcd_op             = inst_out_ID[31:26];   
   assign        dcd_rt             = inst_out_ID[20:16];   
   assign        dcd_shamt_ID       = inst_out_ID[10:6];    
   assign        dcd_funct2         = inst_out_ID[5:0];     
   assign        dcd_offset         = inst_out_ID[15:0];    
   assign        dcd_se_offset_ID   = { {14{dcd_offset[15]}}, dcd_offset, 2'b00 };
   assign        dcd_se_mem_offset  = { {16{dcd_offset[15]}}, dcd_offset };
   assign        dcd_imm_ID         = inst_out_ID[15:0];            
   assign        dcd_e_imm_ID       = { 16'h0, dcd_imm_ID };    
   assign        dcd_se_imm_ID      = { {16{dcd_imm_ID[15]}}, dcd_imm_ID };
   assign        dcd_target         = inst_out_ID[25:0];            
   assign        dcd_code           = inst_out_ID[25:6];            
   always @(*) begin
     alu__sel_ID       		= 4'hF;
     ctrl_we_ID        		= 1'b0;
     ctrl_Sys_ID       		= 1'b0;
     ctrl_RI_ID        		= 1'b0;
     ctrl_unsigned_ID  		= 1'b0;
     ctrl_reg_imm_data_ID  	= 1'b0;
     ctrl_operation_type_ID = 5'b0;
     ctrl_jump_and_link_ID  = 1'b0;
     ctrl_shift_ID          = 1'b0;
     case(dcd_op)
       6'h00: begin
         ctrl_reg_imm_data_ID = 1'b0;
         case(dcd_funct2)
           6'h0c:
                ctrl_Sys_ID = 1'b1;
           6'h20, 6'h21:
                begin
                    alu__sel_ID = 4'b0000;
                    ctrl_we_ID 	= 1'b1;
                end
           6'h22, 6'h23:
                begin
                    alu__sel_ID = 4'b0001;
                    ctrl_we_ID 	= 1'b1;
                end
           6'h2a:
                begin
                    alu__sel_ID = 4'b1001;
                    ctrl_we_ID 	= 1'b1;
                end
           6'h24:
                begin
                    alu__sel_ID = 4'b0010;
                    ctrl_we_ID 	= 1'b1;
                end
           6'h26:
                begin
                    alu__sel_ID = 4'b0100;
                    ctrl_we_ID 	= 1'b1;
                end
           6'h27:
                begin
                    alu__sel_ID = 4'b0101;
                    ctrl_we_ID 	= 1'b1;
                end
           6'h25:
                begin
                    alu__sel_ID = 4'b0011;
                    ctrl_we_ID 	= 1'b1;
                end
           6'h00, 6'h04:
                begin
                    alu__sel_ID 	= 4'b0110;
                    ctrl_shift_ID 	= 1'b1;
                    ctrl_we_ID 		= 1'b1;
                end
           6'h03:
                begin
                    alu__sel_ID 	= 4'b0111;
                    ctrl_shift_ID 	= 1'b1;
                    ctrl_we_ID 		= 1'b1;
                end
           6'h07:
                begin
                    alu__sel_ID 	= 4'b0111;
                    ctrl_shift_ID 	= 1'b1;
                    ctrl_we_ID 		= 1'b1;
                end
           6'h02:
                begin
                    alu__sel_ID 	= 4'b0111;
                    ctrl_shift_ID 	= 1'b1;
                    ctrl_we_ID 		= 1'b1;
                end
           6'h06:
                begin
                    alu__sel_ID 	= 4'b0111;
                    ctrl_shift_ID 	= 1'b1;
                    ctrl_we_ID 		= 1'b1;
                end
           6'h09, 6'h08:
                begin
                    ctrl_operation_type_ID 	= 5'h12;
                    ctrl_we_ID 				= (dcd_funct2==6'h09);
                end
           default:
                ctrl_RI_ID = 1'b1;
         endcase
        end
        6'h09, 6'h08:
                begin
                    alu__sel_ID 			= 4'b0000;
                    ctrl_we_ID				= 1'b1;
                    ctrl_reg_imm_data_ID 	= 1'b1;
                    ctrl_unsigned_ID 		= 1'b0; 
                end
        6'h0a, 6'h0b:
                begin
                    alu__sel_ID 			= 4'b1001;
                    ctrl_we_ID 				= 1'b1;
                    ctrl_reg_imm_data_ID 	= 1'b1;
                end
        6'h28 ,6'h29, 6'h2b, 6'h20,6'h24, 6'h21, 6'h25, 6'h23:
                 begin
                    alu__sel_ID = 4'b1000;
                    ctrl_operation_type_ID  = ((dcd_op==6'h28 )?5'h1:
                                               (dcd_op==6'h29 )?5'h2:
                                               (dcd_op==6'h2b )?5'h3:
                                               (dcd_op==6'h20 )?5'h4:
                                               (dcd_op==6'h24)?5'h5:
                                               (dcd_op==6'h21 )?5'h6:
                                               (dcd_op==6'h25)?5'h7:
                                               (dcd_op==6'h23 )?5'h8:0); 
                    ctrl_we_ID 				= ((dcd_op==6'h20) || 
											   (dcd_op==6'h24) || 
											   (dcd_op==6'h21) || 
											   (dcd_op== 6'h25) || 
											   (dcd_op== 6'h23));
                    ctrl_reg_imm_data_ID 	= 1'b1;
                end
        6'h0f:
                 begin
                    ctrl_we_ID = 1'b1;
                    ctrl_operation_type_ID 	= (dcd_op==6'h0f)?5'h9:0;
                    ctrl_reg_imm_data_ID 	= 1'b1;
                end
        6'h0c:
                begin
                    alu__sel_ID 			= 4'b0010;
                    ctrl_we_ID 				= 1'b1;
                    ctrl_unsigned_ID 		= 1'b1;
                    ctrl_reg_imm_data_ID 	= 1'b1;
                end
        6'h0d:
                begin
                    alu__sel_ID 			= 4'b0011;
                    ctrl_we_ID 				= 1'b1;
                    ctrl_unsigned_ID 		= 1'b1;
                    ctrl_reg_imm_data_ID 	= 1'b1;
                end
        6'h0e:
                begin
                    alu__sel_ID 			= 4'b0100;
                    ctrl_we_ID 				= 1'b1;
                    ctrl_unsigned_ID 		= 1'b1;
                    ctrl_reg_imm_data_ID 	= 1'b1;
                end
        6'h02, 6'h03:
                begin
                    ctrl_operation_type_ID 	= 5'h11;
                    ctrl_jump_and_link_ID 	= 1'b1;
                    ctrl_we_ID 				= (dcd_op==6'h03);
                end
        6'h04, 6'h05:
                begin
                    alu__sel_ID 			= 4'b0100;
                    ctrl_operation_type_ID 	= (dcd_op==6'h04)?5'h13:(dcd_op==6'h05)?5'h14:0;
                end
        6'h06, 6'h07:
                begin
                    ctrl_operation_type_ID 	= {1'b1,dcd_op[3:0]};
                end
        6'h01: 
                begin
                case(dcd_rt)
                5'h00, 5'h10:
                    begin
                        ctrl_operation_type_ID 	= 5'h15;
                        ctrl_jump_and_link_ID 	= (dcd_rt==5'h10);
                    end
                5'h01, 5'h11: 
                    begin
                        ctrl_operation_type_ID 	= 5'h18;
                        ctrl_jump_and_link_ID 	= (dcd_rt==5'h11);
                    end
                default:
                    ctrl_RI_ID = 1'b1;
                endcase
                end
       default:
         begin
            ctrl_RI_ID = 1'b1;
         end
     endcase  
   end
endmodule
```
**flow/run.sh**
```bash
#!/bin/bash
# OpenROAD 26Q1-2900-gdf79404cd8, Yosys 0.63+post, stock flow scripts
make -C /OpenROAD-flow-scripts/flow DESIGN_CONFIG=/design/flow/config.mk WORK_HOME=/design/flow/orfs finish
```
==> datasheet_impl.txt <==
Physical design parameters

Parameter                              Value

Setup path
  Critical path startpoint .................. inst_out_ID[28]
  Path type of the worst setup path .................. primary input to output pin
  Endpoint required time on the critical path .................. 2.96 ns
  Top fanout value on the critical path .................. 4
  CP Launch Type .................. primary input
  CP Capture Type .................. output pin
  Arrival time worst endpoint .................. 2.89 ns
  Critical path destination .................. ctrl_RI_ID

Timing
  Setup violation total in the final timing report .................. 0
  Final count of pins violating max slew .................. 0
  Setup repair after global routing missed its margin .................. false
  Post-route minimum period .................. 3.63 ns
  Setup_tns .................. 0 ns
  Final number of hold-violating endpoints .................. 0
  Highest clock rate .................. 0.276 GHz
  Part of the cycle the worst path needs .................. 98.1%

Yosys
  Yosys chip area .................. 1590 um^2
  Top-area cell type share of the netlist area .................. 55.4%
  Instance count of the mapped netlist .................. 230
  Yosys warns .................. 2
  Count of cell types in the netlist .................. 46
  Summed instance area of the synthesized netlist .................. 1590 um^2
  Syn avg cell area .................. 6.90 um^2
  Register share after synthesis .................. 0%
  Number of cell instances after yosys synthesis .................. 230
  Largest area contributor in the synthesized netlist .................. buf_4
  Top area cells in the synthesized netlist .................. buf_4 55%, a21oi_1 4.1%, nor2_1 3.5%, o21ai_0 2.2%, clkbuf_1 2.1%

Placement
  Routability Congestion .................. 0.837
  # port buffers .................. 57
  DPL Wire Length .................. 2.81 mm

Routing
  Antenna diode count .................. 0
  Starting DRT DRC Count .................. 52
  Detailed Routing Iterations Pass 1 .................. 5
  Total Wirelength .................. 3.50 mm
  DRC errors left .................. 0
  Vias per Instance .................. 4.72
  Wire length per cell .................. 14.8 um
  Final antenna-violating net count .................. 0
  Total vias in the final route .................. 1114

Run
  Max capacitance violation total .................. 0
  Total tool warning count .................. 39

Clock tree
  Number of buffers inserted for hold repair after clock tree synthesis .................. 0
  Number of buffers inserted to repair setup after CTS .................. 0
  CTS-repair resized insts .................. 0

Floorplan
  Effective utilization at floorplan .................. 42.4%
  Chip area .................. 6890 um^2
  Placeable core area .................. 3740 um^2
  Number of placement rows .................. 22
  Die H .................. 83 um
  Floorplan die width .................. 83 um
  I/O pins .................. 167

Layout
  Top cells excl fill/tap .................. 57 x clkdlybuf4s50_1, 18 x conb_1, 15 x nor2_1, 13 x a21oi_1, 13 x buf_4
  Fraction of the core area covered by cells at the end of the flow .................. 38.6%
  Clk_buf instances .................. 0
  Proportion of layout cells with a drive suffix above 1 .................. 11.2%
  Most frequent standard cell in the layout excluding fill and tap cells .................. clkdlybuf4s50_1
  Seq Cell Count .................. 0
  Register cell area after layout .................. 0 um^2
  P&R area growth vs syn .................. -8.91%

Power
  Ratio of total power to cell area .................. 96.0 nW/um^2
  IR Drop Worst-Case VDD .................. 0.0000528 V
  Leakage component of the power .................. 0.552 nW

Worst hold path
  Number of stages on the worst hold path .................. 0
  Hold Path Class .................. primary input to output pin

GRT
  Pin count of the biggest net entering global routing .................. 35
  Wire length of the first global-routing pass .................. 5.47 mm
  Aggregate global-route resource usage .................. 8.78%
  Vias in the first global route .................. 1050
  Number of antenna violations at the first check in global routing .................. 0
  GR Overflow Total .................. 0

Outcome
  Run status .................. finished, final reports clean
==> Yosys cell counts (all sizes together), types with 2 or more instances <==
library cell,n
inv,5
nand2b,5
nand2,5
a211oi,4
nand3b,3
nor2,15
buf,120
o22ai,3
clkbuf,9
a21boi,2
o31ai,2
nor2b,3
o32ai,3
nor4,2
or2,3
o21ai,8
a21oi,13
or3,4
==> layer usage <==
layer  global-route usage [%]  wire, um  vias up
li1                         -         -      559
met1                     12.6      1600      490
met2                     12.4      1500       61
met3                     3.44       390        4
met4                    0.615         6        0
met5                        0         0        -
==> per-stage QoR <==
step | cell area, um^2 | setup slack (ns) | power (W) | hold WS [ns] | instances
2_1_floorplan | 1650 | 1.03 | 0.000132 | 1.50 | 247
3_3_place_gp | 1450 | 0.0678 | 0.000140 | 1.48 | 236
3_5_place_dp | 1450 | 0.0603 | 0.000140 | 1.48 | 236
4_1_cts | 1450 | 0.0603 | 0.000141 | 1.48 | 236
5_1_grt | 1450 | 0.00480 | 0.000154 | 1.48 | 236
6_report | 1450 | 0.0705 | 0.000139 | 1.48 | 236
==> cells by family after synthesis <==
| family | Yosys count | synth area share, % |
|---|---|---|
| AND-OR/OR-AND | 47 | 21.4 |
| multiplexers | 1 | 0.631 |
| AND/OR/NAND/NOR | 46 | 17.2 |
| XOR/XNOR | 1 | 0.552 |
| buffers and inverters | 134 | 60.0 |
| other | 1 | 0.236 |
==> layout make-up <==
class / count / area, um^2
fillers: 409 / 2300
multi-input cells: 113 / 698
well taps: 48 / 60.1
repair buffers: 70 / 668
inverters: 5 / 18.8
==> report_power, final <==
group,internal (W),switching [W]
Clock,0,0
Combinational,0.0000817,0.0000570
Sequential,0,0
==> how the worst min path moves through the flow <==
stage / startpoint / to / slack (ns)
final: inst_out_ID[10] / dcd_e_imm_ID[10] / 1.48
after global routing: inst_out_ID[14] / dcd_e_imm_ID[14] / 1.48
after CTS: inst_out_ID[10] / dcd_e_imm_ID[10] / 1.48
==> critical path, stage by stage <==
cell and delay, ns:
clkdlybuf4s50_1 0.42, or4_4 0.58, or2_4 0.27, o41ai_2 0.36, clkdlybuf4s50_1 0.53
Power figures rest on the tool's default switching activity, not on a simulated workload.
